==> flow/run.sh <==
#!/bin/bash
# OpenROAD 26Q1-2900-gdf79404cd8, Yosys 0.63+post, stock flow scripts
make -C /OpenROAD-flow-scripts/flow DESIGN_CONFIG=/design/flow/config.mk WORK_HOME=/design/flow/orfs finish
==> flow/config.mk <==
export PLATFORM = sky130hd
export DESIGN_NAME = FIFO
export DESIGN_NICKNAME = FIFO
export VERILOG_FILES = /design/flow/design.v
export SDC_FILE = /design/flow/constraint.sdc
export NUM_CORES = 4
export LEC_CHECK = 1
export CORE_UTILIZATION = 40
==> flow/constraint.sdc <==
current_design FIFO

set clk_period 52.2
set clk_io_pct 0.2

create_clock -name clk0 -period $clk_period [get_ports {clk}]

set non_clock_inputs [all_inputs -no_clocks]
set_input_delay [expr $clk_period * $clk_io_pct] -clock clk0 $non_clock_inputs
set_output_delay [expr $clk_period * $clk_io_pct] -clock clk0 [all_outputs]
==> flow/design.v <==
module FIFO #(
 parameter DATA_WIDTH = 32, 
 parameter DEPTH      = 32
)
(
 input      clk,
 input      reset,
 input  [DATA_WIDTH-1:0] datain,
 input      r_en,
 input      w_en,
 output reg [DATA_WIDTH-1:0] dataout,
 output     empty,
 output     full
);
function integer clogb2;
    input [31:0] value;
    begin
        value = value - 1;
        for (clogb2=0; value>0; clogb2=clogb2+1) begin
            value = value >> 1;
        end
    end
endfunction
parameter WIDTH = clogb2(DEPTH);
reg [DATA_WIDTH-1:0] memory[0:DEPTH-1];
wire [WIDTH-1:0] wr_p, rd_p;
reg  [WIDTH  :0] wr_n, rd_n;
integer i;
always @(posedge clk)
  if(reset)
    dataout <= {DATA_WIDTH{1'b0}};
  else if(r_en && !empty )
    dataout <= memory[rd_p];
always @(posedge clk)
  if(reset)
    for(i=0; i<DEPTH; i=i+1)
      memory[i] <= {DATA_WIDTH{1'b0}};
  else if(w_en && !full)
    memory[wr_p] <= datain;
always @(posedge clk) begin
  if(reset) begin
    wr_n <= 0;
    rd_n <= 0;
  end else begin
    if(!full && w_en)
      wr_n <= wr_n+1;
    if(!empty && r_en)
      rd_n <= rd_n+1;
  end
end
assign wr_p = wr_n[WIDTH-1:0];
assign rd_p = rd_n[WIDTH-1:0];
assign full  = (wr_p == rd_p) && (wr_n[WIDTH] != rd_n[WIDTH]);
assign empty = (wr_p == rd_p) && (wr_n[WIDTH] == rd_n[WIDTH]);
endmodule
==> run summary <==
Here are the numbers from the latest Yosys + OpenROAD run.

Counting endpoints that fail hold in the final report gives 0. The run finished with clean final reports. Yosys reported a register bit count of 1068. The netlist area before placement came out at 46300 um^2. The number of instances in the placed design came out at 4716.

Counting the buffers created by CTS gives 108. The total routing usage reported by global routing is 0.241. The script computed the net switching share of total power as 0.239. The highest supply drop recorded on VDD is 0.0285 mV.

The core utilization of the finished layout came out at 0.453. The layout overhead on the synthesized area came out at 12.0%. The number of clock sinks seen by CTS is 1068. The horizontal die dimension came out at 342 um. The number of gates resized after CTS was 0.

The number of filler instances in the final layout came out at 9940. The clock network fraction of total power came out at 0.384. In the final timing run, aggregate negative setup slack is 0 ps. The worst setup path is launched from a flip-flop. The count of warning messages emitted by the tools is 37. CTS built an H-tree with a depth of 3. The count of port buffers added during placement came out at 69. The half-perimeter wire length after detailed placement came out at 70.3 mm.

Per STA, the worst path is made up of xnor2_1 > nand2_2 > nor3_1 > buf_4 > clkdlybuf4s50_1. The class of the worst hold path is reg -> reg. The total I/O pin count came out at 70. The setup slack of the worst register-to-register path is 47380 ps. The largest fanout of any net on the critical path is 30. The number of antenna violations at the first check in global routing came out at 4.

The worst-case headroom to the max-slew limit is 0.347. The DRC violation count after routing came out at 0. For this run, the detailed router's first-pass iteration total came to 7. Per the STA report, the cell with the highest stage delay on the worst path is dfxtp_4. The instance area at placement is 48400 um^2. The mean post-synth cell area came out at 13.9 um^2. Looking at the post-CTS report, the setup buffer insertion count equals 0. The number of buffers inserted by hold repair at cts came out at 0.

For this design the ratio of total power to cell area is 38.6 nW/um^2. Per the CTS log, the root buffer master is clkbuf_16. The critical path's top delay family is flip-flops.

Using the TritonRoute via totals, the vias-per-cell ratio works out to 5.63. The number of warnings issued by yosys is 7. The internal power is 0.00152 W. The number of inserted diodes came out at 0. The actual transition at the worst max-transition pin is 956 ps. The wire length of the first global-routing pass is 188 mm.

Setup repair after global routing left no endpoint under its margin. The yosys cell count came out at 3340. The post-synth area from yosys stat is 46300 um^2.

The post-detailed-route wirelength per cell is 26.0 um. The number of placement rows is 124. Per the post-run analysis, buffers plus inverters along the critical path come to 2.

The placeable core region is 115000 um^2. TritonCTS built the clock tree. The final setup skew is 31.4 ps. The via count of the first global-routing pass came out at 29000.

The routed via count came out at 27700. The largest stage delay on the critical path came out at 730 ps. The required time of the worst setup path is 41760 ps.

The fraction of final layout cells sized beyond drive strength 1 is 0.148. Of the total power, combinational logic draws 0.124. The reported max-cap violation count is 0.

The global route total overflow came out at 0. The floorplan step records an initial core utilization of 0.405. The type of element capturing the critical path is an output pin. The weighted congestion at the end of routability-driven global placement is 0.831. The count of cell types in the netlist came out at 45. The buffer levels on the longest clock path is 3. The part of the cycle the worst path needs came out at 0.251. The final setup violation count came out at 0.

The critical path in this run is classified as reg -> out. Hold timing on the final database bottoms out at a slack of 481 ps. The post-synthesis sequential area ratio came out at 0.683. The first-iteration detailed-routing DRC count is 1802. The die is 342 um tall.

The analysis attributes to cell leakage a power of 16.6 nW. The net switching component of the power is 0.000479 W. The minimum period implied by the final worst setup slack came out at 13110 ps. The summed area of non-filler cells in the final layout came out at 51900 um^2. The count of non-filler cells in the finished layout came out at 4915. The source-to-sink clock delay at the later pin of the worst-skew pair came out at 690 ps.

Entering global routing, the biggest net connects 116 pins. The number of slew-limit violations in the final report is 0. The detailed router reported a total wirelength of 128 mm. In this run the full chip footprint comes out at 117000 um^2. The maximum clock frequency is 0.0763 GHz. The arrival time at the worst endpoint came out at 2670 ps. The sequential share of power came out at 0.492. The CTS clock-pin slew for the worst setup and hold paths is 60 ps.

The number of nets still failing antenna checks after routing came out at 0. The instance tally after logic synthesis is 3340.
==> routing by layer <==
layer  global-route usage  share of wire  up-vias
met4               0.0683          0.037        0
li1                     -              -    12200
met5                    0              0        -
met2                0.353           0.47     1647
met1                0.321           0.36    13500
met3                0.140           0.14      251
==> power by group through the flow <==
stage	combinational [W]	sequential, W	clock (W)
final	0.000248	0.000986	0.000768
after global routing	0.000265	0.000990	0.000809
after CTS	0.000253	0.000987	0.000779
==> sequential cells by signal (all words and copies together), names as in the netlist <==
signal	count
rd_n	6
memory	1024
wr_n	6
dataout	32
==> metrics by stage <==
step	setup slack, ps	total power [W]
floorplan	39930	0.00117
global placement	38800	0.00126
detailed placement	38740	0.00126
CTS	39040	0.00202
global route	38980	0.00206
finish	39090	0.00200
==> kinds of logic after synthesis <==
kind of cell	share of synthesized area
AND/OR/NAND/NOR	0.110
flip-flops	0.683
multiplexers	0.122
AND-OR/OR-AND	0.0501
buffers and inverters	0.0307
XOR/XNOR	0.00227
adder cells (fa/ha/maj)	0.00135
==> synthesized netlist by cell type (all sizes together) <==
cell type     n  area, um^2
mux2i       136        1360
o21ai         3        15.0
nor2       1038        3900
a22oi        32         240
mux4        191        4300
o311ai        1        8.76
ha            5        62.6
nand4         2        12.5
nand2b        1        6.26
a31oi         2        12.5
and3b         3        26.3
a32o          1        10.0
o221ai       32         280
nor3b         3        32.5
or3           7        43.8
dfxtp        44         881
o22ai        31         194
nand3         5        30.0
a2111oi      31         397
a21o         31         233
buf         188        1020
nand3b        1        7.51
a21oi        69         345
nand2       265         997
or4           1        7.51
xnor2         9        78.8
and2          1        6.26
inv           2        7.51
edfxtp     1024       30700
and3          2        12.5
nor3          3        15.0
nor2b         3        18.8
a22o         62         543
o31ai         4        43.8
clkbuf      104         390
xor2          3        26.3
==> path summary, 6_finish.rpt <==
kind / depth (start not counted) / start / to
worst max-delay path: 5 / rd_n[2] / full
worst min-delay path: 1 / dataout[12] / dataout[12]
worst max register to register: 8 / rd_n[0] / dataout[3]
worst min register to register: 1 / dataout[12] / dataout[12]
==> cells in the final DEF (no fill, tap or decap), types with 24 or more instances in the layout <==
| cell type | instances |
|---|---|
| a21o_2 | 31 |
| a21oi_1 | 69 |
| a22o_1 | 62 |
| a22oi_1 | 32 |
| buf_4 | 79 |
| clkbuf_1 | 29 |
| clkbuf_16 | 109 |
| clkdlybuf4s50_1 | 68 |
| clkinv_1 | 24 |
| dfxtp_1 | 40 |
| edfxtp_1 | 1024 |
| mux2i_1 | 136 |
| mux4_2 | 191 |
| nand2_1 | 264 |
| nor2_1 | 1035 |
| o221ai_1 | 32 |
| o22ai_1 | 31 |
==> final cells by class <==
class / instances / area (um^2) / share of cell area
clock buffers: 138 / 2840 / 0.0547
multi-input cells: 1978 / 13400 / 0.259
flip-flops and latches: 1068 / 31600 / 0.610
repair buffers: 156 / 1440 / 0.0277
well taps: 1512 / 1890 / 0.0365
inverters: 2 / 7.51 / 0.000145
clock inverters: 61 / 646 / 0.0124
==> worst register-to-register path, cell delays in order (launching register included) <==
cell,delay (ps)
dfxtp_4,700
buf_4,660
buf_4,720
buf_4,710
mux4_2,590
a22o_1,200
a2111oi_0,820
a21oi_1,100
a22o_1,210
No activity file was given, so power comes from the tool's default toggle rates.
