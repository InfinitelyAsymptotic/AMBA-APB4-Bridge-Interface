### ./design.v
module SRAM (clk,rstn,addr,read,write,byte_strb,wdata,rdata,rvalid);
  parameter DATA_WIDTH		= 32;
  parameter ADDR_WIDTH		= 8; 
  parameter STRB_WIDTH		= log2(DATA_WIDTH); 
  input							clk;
  input							rstn;
  input	 	 [ADDR_WIDTH-1:0]	addr;
  input							read;
  input 						write;
  input	 	 [STRB_WIDTH-1:0]	byte_strb;
  input	 	 [DATA_WIDTH-1:0]	wdata;
  output reg [DATA_WIDTH-1:0]   rdata;
  output reg 					rvalid;
  reg [DATA_WIDTH-1:0] mem_array [2**ADDR_WIDTH-1:0];
  integer i;
  always @(posedge clk or negedge rstn) begin
    if(rstn == 0) begin 
      for(i=0; i<2**ADDR_WIDTH; i=i+1'b1) 
        mem_array[i] <= {DATA_WIDTH{1'b0}};
        rvalid <= 1'b0;
    end else begin 
      if(write) begin  
        rvalid <=1'b0; 
        for(i=0; i<STRB_WIDTH; i=i+1'b1)
          if(byte_strb[i])
            mem_array[addr][8*i +: 8] <= wdata[8*i +: 8];    
      end else if(read) begin  
        rdata <= mem_array[addr] ;
        rvalid <= 1'b1; 
      end else rvalid <=1'b0;
    end  
  end  
  function integer log2;
    input integer value; 
    	begin
          value = value-1;
          for (log2=0; value>0; log2=log2+1) begin
            value = value>>1;
          end  
        end 
  endfunction
endmodule : SRAM  
module apb_slave_sram_interface ( PCLK, PRESETn, PADDR, PPROT, PSEL, PENABLE, PWRITE, PWDATA, PSTRB, PREADY, PRDATA, PSLVERR,  
                                  mem_rvalid, mem_rdata, mem_addr, mem_write, mem_strb, mem_wdata   
                                );
  parameter DATA_WIDTH		= 32;
  parameter ADDR_WIDTH		= 8;
  parameter STRB_WIDTH		= log2(DATA_WIDTH); 
  input 					PCLK;
  input						PRESETn;
  input	 [ADDR_WIDTH-1:0]	PADDR; 
  input 					PPROT;  
  input 					PSEL;
  input						PENABLE;
  input 					PWRITE;
  input  [DATA_WIDTH-1:0]	PWDATA;
  input  [STRB_WIDTH-1:0] 	PSTRB;
  output reg				  PREADY;
  output reg [DATA_WIDTH-1:0] PRDATA;
  output reg 				  PSLVERR;
  input 						mem_rvalid; 
  input		 [DATA_WIDTH-1:0]   mem_rdata;
  output reg [ADDR_WIDTH-1:0]	mem_addr;
  output reg					mem_write;
  output reg [STRB_WIDTH-1:0]	mem_strb;
  output reg [DATA_WIDTH-1:0]	mem_wdata;
  reg [3:0] apb_slv_state;
  reg [3:0] apb_slv_nxtstate;
  parameter SETUP 			= 4'b0001;
  parameter WRITE_ACCESS 	= 4'b0010;
  parameter READ_ACCESS 	= 4'b0100;
  parameter SLV_ERR			= 4'b1000;
  always @(posedge PCLK)
  if(!PRESETn) begin
    apb_slv_state		<= SETUP;
    apb_slv_nxtstate 	<= SETUP;
  end else
    apb_slv_state	<= apb_slv_nxtstate;
  always @(negedge PRESETn or posedge PCLK) begin
    if (PRESETn == 0) begin
      apb_slvstate	<= SETUP;
      PRDATA     	<= {DATA_WIDTH{1'b0}};
      PSLVERR  		<= 1'b0;
    end
    else begin
      case (apb_slvstate)
        SETUP : begin  
          PRDATA <= {DATA_WIDTH{1'b0}};
          if (PSEL && !PENABLE) begin
            if (PWRITE) begin
              apb_slvstate <= WRITE_ACCESS;
            end
            else begin 
              apb_slvstate <= READ_ACCESS;
            end
            PREADY <= 1'b1;  
          end
        end
        WRITE_ACCESS : begin  
          if (PSEL && PENABLE && PWRITE) begin
            mem_addr  <= PADDR;
            mem_write <= PWRITE;
            mem_strb  <= PSTRB;
            mem_wdata <= PWDATA;
          end
          apb_slvstate <= SETUP;
          PREADY <= 1'b0;  
        end
        READ_ACCESS : begin
          if (PSEL && PENABLE && !PWRITE) begin
            mem_addr  <= PADDR;
            mem_write <= PWRITE;
            PRDATA <= mem_rdata;
        end
          apb_slvstate <= SETUP;
          PREADY <= 1'b0;  
        end
      endcase
    end
  end 
  function integer log2;
    input integer value; 
    	begin
          value = value-1;
          for (log2=0; value>0; log2=log2+1) begin
            value = value>>1;
          end  
        end 
  endfunction
endmodule 
### ./run.sh
#!/bin/bash
# OpenROAD 26Q1-2900-gdf79404cd8, Yosys 0.63+post, stock flow scripts
make -C /OpenROAD-flow-scripts/flow DESIGN_CONFIG=/design/flow/config.mk WORK_HOME=/design/flow/orfs finish
### ./config.mk
export PLATFORM = sky130hd
export DESIGN_NAME = SRAM
export DESIGN_NICKNAME = SRAM
export VERILOG_FILES = /design/flow/design.v
export SDC_FILE = /design/flow/constraint.sdc
export NUM_CORES = 4
export LEC_CHECK = 1
export CORE_UTILIZATION = 30
### ./constraint.sdc
current_design SRAM

set clk_period 2.9
set clk_io_pct 0.2

create_clock -name clk0 -period $clk_period [get_ports {clk}]

set non_clock_inputs [all_inputs -no_clocks]
set_input_delay [expr $clk_period * $clk_io_pct] -clock clk0 $non_clock_inputs
set_output_delay [expr $clk_period * $clk_io_pct] -clock clk0 [all_outputs]
==> impl_results.rst <==
Implementation results
======================

.. list-table::
   :header-rows: 1

   * - Metric
     - Value
   * - Cell with the biggest individual delay on the critical path
     - sky130_fd_sc_hd__a222oi_1
   * - Wire length per cell
     - 38.9 um
   * - Top cell type by instance count after synthesis
     - sky130_fd_sc_hd__dfrtp_1
   * - Type of the setup path with the least slack
     - primary input to flip-flop
   * - Top cell family by delay on the critical path
     - buffers and inverters
   * - Total placed cells including tap cells
     - 45,938
   * - I/O pins
     - 82
   * - Number of maximum-capacitance constraint violations
     - 1
   * - Number of clock sinks
     - 8,225
   * - Worst relative slew slack
     - -0.371%
   * - Synthesized area
     - 364,000 um2
   * - Cell Chain, Critical Path
     - buf_2, buf_12, buf_4, nor4_4, buf_12, buf_4, buf_4, buf_4, a222oi_1, o22ai_1, buf_4, nor2_1, nand4_1, nor4_2, a31oi_1
   * - Max-slew violation count
     - 11
   * - Worst-path fanout max
     - 16
   * - Yosys-reported design area after synthesis
     - 364,000 um2
   * - Horizontal die size
     - 1100 um
   * - Transition at the pin with the smallest max-transition slack
     - 1510 ps
   * - Total via count in the routed design
     - 276,811
   * - Final min period
     - 3110 ps
   * - Crit path buf inv count
     - 8
   * - Drt first pass iters
     - 9
   * - Input/output buffers
     - 80
   * - Detail-routed via count per cell
     - 5.75
   * - Number of remaining DRC errors
     - 0
   * - Y dimension of the die
     - 1100 um
   * - Number of logged tool warnings
     - 120
   * - IR drop worst, VDD
     - 591 uV
   * - First-pass GRT wire length
     - 2,490,000 um
   * - # H-tree levels
     - 6
   * - Design Area, Final
     - 466,000 um2
   * - Portion of synthesized cell area occupied by the leading cell type
     - 56.3%
   * - Total track usage
     - 31.3%
   * - Power density over the cells
     - 548 nW/um2
   * - Number of cell instances after yosys synthesis
     - 27,783
   * - Clk Latency, worst-skew pair
     - 1220 ps
   * - Post-synth EDFFs
     - 32
   * - Final tally of setup violations
     - 102
   * - Required time of the critical path
     - 3780 ps
   * - Final HPWL DP
     - 1,390,000 um
   * - Pre-placement core utilization
     - 30.1%
   * - Maximum number of pins on one net before global-route repair
     - 135
   * - Synthesized registers
     - 8,225
   * - Average cell area after synthesis
     - 13.1 um2
   * - Final WL
     - 1,870,000 um
   * - Violated checks
     - max-capacitance violations, max-slew violations, negative setup slack
   * - Placed instance area
     - 428,000 um2
   * - GRT Residual Overflow
     - 0
   * - Biggest area consumer among synthesized cells
     - sky130_fd_sc_hd__dfrtp_1
   * - Number of core rows
     - 404
   * - Number of hold violations in the final report
     - 0
   * - Vias in the first global route
     - 279,261
   * - Core ar.
     - 1,210,000 um2
   * - Non-filler instance count after layout
     - 48,115
   * - Critical Path Source Type
     - primary input
   * - Setup repair after global routing missed its margin
     - yes
   * - Status
     - complete, but fails checks
   * - Fin Clk Skew
     - 102 ps
   * - Root buffer selected by CTS
     - sky130_fd_sc_hd__clkbuf_16
   * - Number of antenna violations at the first check in global routing
     - 227
   * - Reg2Reg Setup Slack
     - -180 ps
   * - Ys flop type
     - sky130_fd_sc_hd__dfrtp_1
   * - Cell types occupying the most area after synthesis
     - sky130_fd_sc_hd__dfrtp_1 (56%), sky130_fd_sc_hd__mux2_2 (25%), sky130_fd_sc_hd__a22oi_1 (3.9%)
   * - Cell occurring most often along the worst timing path
     - sky130_fd_sc_hd__buf_4
   * - R2R Path Start
     - mem_array[219][25]
   * - Logic depth of the worst setup path including buffers
     - 15
   * - DRT antenna net count
     - 0
   * - Chip Area
     - 1,220,000 um2
   * - Portion of the post-synthesis area used by sequential elements
     - 56.6%
   * - Maximum single-stage delay on the critical path
     - 520 ps
   * - Fraction of layout instances using a drive strength above 1
     - 47.4%
   * - Sort of element at the end of the critical path
     - flip-flop
   * - Cell depth of the worst flop-to-flop path
     - 8
   * - Synth async-reset ratio
     - 99.6%
   * - Clock input transition at the sequential cells of the worst setup and hold paths
     - 60 ps
   * - Routability-driven placement congestion ratio
     - 1.11
   * - TritonCTS clock tree
     - yes
   * - WP data arrival
     - 3980 ps
   * - Type of the most critical hold path
     - primary input to flip-flop
   * - Post-route fraction of the period consumed by the critical path
     - 107%
   * - Setup slack of the critical path after layout
     - -210 ps
   * - Cell variety after synth
     - 72
   * - CTS buffer count
     - 900
   * - Most frequent cells after synthesis
     - sky130_fd_sc_hd__dfrtp_1 (8,193), sky130_fd_sc_hd__mux2_2 (8,066), sky130_fd_sc_hd__a22oi_1 (1,912), sky130_fd_sc_hd__clkbuf_1 (1,851), sky130_fd_sc_hd__nand3_1 (1,743)
   * - Warnings, synthesis
     - 515
   * - Worst hold slack after final layout
     - 11.9 ps
   * - Crit. Startpoint
     - addr[3]
   * - Fmax
     - 322 MHz
   * - Area delta synth->final
     - 28.1%
   * - Post-Place Worst Slack
     - -2420 ps
   * - Final design utilization
     - 38.5%
   * - Static leakage
     - 219 nW
   * - Endpoint of the most critical register-to-register path
     - rdata[25]
   * - Instance tally after logic synthesis
     - 27,783
   * - Buffer levels on the longest clock path
     - 5
   * - Iter 0 DRT Violations
     - 24,967
   * - CP Capture Point
     - rdata[29]
layout by cell type (no fill, tap or decap), drive strengths merged, types with 79 or more instances in the layout:
master / synthesis / routed
and3: 692 / 692
dfrtp: 8193 / 8193
nand2: 393 / 393
nor2: 1299 / 1299
or4: 155 / 155
o22ai: 318 / 318
a221oi: 95 / 95
a21oi: 180 / 180
a2111oi: 227 / 227
nor3: 95 / 95
nor4: 222 / 222
nand3: 1743 / 1743
nand4: 596 / 596
a22oi: 1912 / 1912
a22o: 328 / 328
mux2: 8192 / 8192
buf: 515 / 4629
diode: 0 / 306
clkbuf: 1851 / 1363
a222oi: 252 / 252
clkinv: 0 / 178
o211ai: 79 / 79
registers in the layout (all words and copies together), names as in the netlist:
signal / cells
rvalid: 1
rdata: 32
mem_array: 8192
worst register-to-register path: cells and delay by family (launching register included):
kind	cells	cell delay (ps)
AND-OR/OR-AND	3	740
AND/OR/NAND/NOR	3	880
flip-flops	1	600
buffers and inverters	2	550
per-stage QoR:
stage	TNS [ps]	total power, mW
6_report	-5260	255
5_1_grt	-808	262
4_1_cts	-1430	256
3_5_place_dp	-6305590	136
3_3_place_gp	-6237420	136
2_1_floorplan	-698540	127
report_power, final:
group / internal (mW) / switching [mW]
clock: 70.3 / 49.8
sequential: 118 / 1.84
combinational: 5.14 / 10.2
total: 194 / 61.8
cell families after synthesis:
kind of cell | after synthesis | synth area share [%]
DFF | 8225 | 56.6
adders and majority gates | 1 | 0.00275
AOI/OAI and AO/OA | 3715 | 7.86
muxes | 8194 | 25.4
xor gates and xnor gates | 3 | 0.00928
buffers and inverters | 2369 | 2.60
and+or+nand+nor | 5276 | 7.58
worst min-delay path by stage:
stage,start,end,slack (ps),cells after the start
CTS,wdata[23],mem_array[171][23],2,2
global route,wdata[23],mem_array[226][23],-0.9,2
finish,wdata[27],mem_array[236][27],10,2
timing repair:
| item | 4_1_cts | 5_1_grt |
|---|---|---|
| buffers inserted | 69 | 128 |
| setup endpoints to repair | 727 | 216 |
| hold buffers | 17 | 0 |
| gates cloned | 10 | 21 |
| resized | 438 | 393 |
| pin swaps | 97 | 135 |
| hold endpoints to repair | 844 | 0 |
area by class of cell:
type	instances	area [um2]
Fill cell	111335	744000
Sequential cell	8225	206000
Multi-Input combinational cell	17190	153000
Timing Repair Buffer	4715	55500
Clock buffer	1337	26900
Tap cell	16037	20100
Clock inverter	302	3850
Antenna cell	306	766
Inverter	3	11.3
per-layer routing:
metal  track usage [%]  routed length [um]  up-vias
li1                  -                   -   111642
met1              36.8              650000   145862
met2              40.4              735000    14840
met3              21.0              303000     4279
met4              22.8              177000      188
met5              2.66                5640        -
Power is estimated from default activity; no workload was simulated.
