==> design.v <==
module apb_master#(
  parameter DATA_WIDTH = 32,
  parameter ADDR_WIDTH = 8,
  parameter SLV_ADDR_WIDTH = 8,
  parameter SLV_CNT    = 1
  )
  (
  input                         PCLK,
  input                         PRESETn,
  input                         empty,
  input [2+ADDR_WIDTH+DATA_WIDTH+DATA_WIDTH/8-1:0] fdata,
  output reg                    rd_en,
  input                         PREADY,
  input [DATA_WIDTH-1:0]        PRDATA,
  output reg [ADDR_WIDTH-1:0]   PADDR,
  output reg [DATA_WIDTH-1:0]   PWDATA,
  output reg                    PENABLE,
  output reg                    PWRITE,
  output reg [DATA_WIDTH/8-1:0] PSTRB,
  output reg [SLV_CNT-1:0]      PSELx
  );
parameter TMP = SLV_ADDR_WIDTH;
parameter F_IDLE = 2'b00;
parameter F_WAIT = 2'b01;
parameter IDLE   = 2'b10;
parameter ENABLE = 2'b11;
wire [ADDR_WIDTH-1:0]   addr;
wire [DATA_WIDTH-1:0]   data;
wire [DATA_WIDTH/8-1:0] byte_en;
wire rd,wr;
reg fvalid;
assign {byte_en,data,addr,rd,wr} = fvalid? fdata : {2+ADDR_WIDTH+DATA_WIDTH+DATA_WIDTH/8{1'b0}};
reg [1:0] fifo_state;
reg [1:0] fifo_nxt_state;
reg [1:0] state;
reg [1:0] nxt_state;
always @(posedge PCLK)
  if(!PRESETn) begin
    fifo_state      <= F_IDLE;
    fifo_nxt_state  <= F_IDLE;
    state           <= IDLE;
    nxt_state       <= IDLE;
    fvalid          <= 1'b0;
  end else begin
    fifo_state      <= fifo_nxt_state;
    state           <= nxt_state;
    fvalid          <= rd_en;
  end
always @(*)  begin
  case(fifo_state)
  F_IDLE: begin
            if(!empty) begin
              rd_en = 1'b1;
              fifo_nxt_state = F_WAIT;
            end else begin
              fifo_nxt_state = F_IDLE;
              rd_en = 1'b0;
            end
          end
  F_WAIT: begin
            rd_en = 1'b0;
            if(PREADY)
              fifo_nxt_state = F_IDLE;
          end
  default : fifo_nxt_state = F_IDLE;
  endcase
end
always @(*) begin
  case(state)
    IDLE: begin
            if(!PRESETn) begin
              PSELx    = {SLV_CNT{1'b0}};
              PADDR    = {ADDR_WIDTH{1'b0}};
              PENABLE  = 1'b0;
              PWDATA   = {DATA_WIDTH{1'b0}};
              PWRITE   = 1'b0;
              PSTRB    = {DATA_WIDTH/8{1'b0}};
            end else if(wr|rd) begin
              PSELx    = {SLV_CNT{1'b0}};
              PSELx    = {addr[9],!addr[9]&addr[8],!addr[9]&!addr[8]};  
              PADDR    = addr;
              PENABLE  = 1'b0;
              if(wr) begin
                PWDATA   = data;
                PWRITE   = 1'b1;
                PSTRB    = byte_en;
              end
              nxt_state= ENABLE;
            end else begin
              PSELx    = {SLV_CNT{1'b0}};
              PADDR    = {ADDR_WIDTH{1'b0}};
              PENABLE  = 1'b0;
              PWDATA   = {DATA_WIDTH{1'b0}};
              PWRITE   = 1'b0;
              PSTRB    = {DATA_WIDTH/8{1'b0}};
            end
          end
    ENABLE: begin
             PENABLE  = 1'b1;
             if(PREADY) begin
               nxt_state= IDLE;
             end else begin
               nxt_state= ENABLE;
             end
           end
    default : nxt_state = IDLE;
  endcase
end
endmodule
==> run.sh <==
#!/bin/bash
# OpenROAD 26Q1-2900-gdf79404cd8, Yosys 0.63+post, stock flow scripts
make -C /OpenROAD-flow-scripts/flow DESIGN_CONFIG=/design/flow/config.mk WORK_HOME=/design/flow/orfs finish
==> config.mk <==
export PLATFORM = sky130hd
export DESIGN_NAME = apb_master
export DESIGN_NICKNAME = apb_master
export VERILOG_FILES = /design/flow/design.v
export SDC_FILE = /design/flow/constraint.sdc
export NUM_CORES = 4
export LEC_CHECK = 1
export CORE_AREA = 10 10 92 92
export DIE_AREA = 0 0 102 102
==> constraint.sdc <==
current_design apb_master

set clk_period 1.9
set clk_io_pct 0.2

create_clock -name clk0 -period $clk_period [get_ports {PCLK}]

set non_clock_inputs [all_inputs -no_clocks]
set_input_delay [expr $clk_period * $clk_io_pct] -clock clk0 $non_clock_inputs
set_output_delay [expr $clk_period * $clk_io_pct] -clock clk0 [all_outputs]
==> notes.org <==
#+TITLE: Synthesis and PnR summary

** Place
- Cell area after placement :: 0.00221 sq mm
- Routability congestion estimate :: 0.746
- Including well taps, the total number of placed cells is 270.
- The wire-length estimate of the detail-placed layout is 3.62 mm.
- Count of buffers inserted at the top-level ports :: 94
- Setup slack after placement :: -0.0177 ns

** Yosys
- Of the post-synthesis cell area, the part taken by muxes is 0%.
- Count of yosys warnings during synthesis :: 14
- A synthesized cell averages 12.3 sq um.
- Register bit total from synthesis :: 38
- Summing the areas of all compound-gate instances in the mapped netlist gives 37.8% of the synthesized area.
- Xor/xnor share of the synthesized area :: 0%
- Chip area from the yosys synthesis statistics :: 0.00134 sq mm
- For reference, full adder, half adder and majority cells occupy 0% of the area reported after synthesis.
- Top area cell types :: dlxtn_1 41%, o2111a_1 37%, buf_8 7.9%
- Number of different library cells in the post-synthesis netlist :: 12
- Counting flops with a built-in enable in the synthesized netlist gives 0.
- Ranking of synthesized cells by instance count :: 44 x o2111a_1, 37 x dlxtn_1, 9 x buf_4
- The commonest register cell is dlxtn_1.
- Cell taking the most area after synthesis :: dlxtn_1
- Share of synthesized cell area in and, or, nand and nor gates :: 1.21%
- Ys async rst share :: 0%
- Cell Area, Synth :: 0.00134 sq mm
- The synthesis stats list as the most numerous cell o2111a_1.
- The share of synthesized area in the top cell type comes to 41.5%.
- The synth_stat.txt file lists the number of cells as 109.
- By area, the combinational part of the netlist is dominated by AND-OR/OR-AND gates.
- Number of standard cells after synthesis :: 109

** Outcome
- Run status :: finished clean

** Layout
- The area taken by sequential standard cells is reported as 576 sq um.
- For this run, the number of standard cells in the final layout without fillers is 270.
- Area growth from synthesis to layout :: 65.4%
- After routing the design area is 0.00221 sq mm.
- Number of filler instances in the final layout :: 648
- Share of post-route cells with drive strength above 1 :: 7.25%
- Combinational Area :: 529 sq um

** CTS
- Buffer count from post-CTS setup fixing :: 0
- On the reported timing paths, the clock transition at the registers reads 0 ns.
- For this design, the CTS-stage hold fixing added 0 buffers.

** Timing
- Maximum clock rate :: 534 MHz
- 74 endpoints have no timing constraint.
- Number of failing setup endpoints in the final timing report :: 0
- The pin closest to its max-slew limit shows a slew of 0.530 ns.
- The final timing summary puts the cycle share of the worst path at 98.5%.
- Number of register pins that no clock reaches :: 37
- Setup total negative slack on the finished layout was measured at 0 ns.
- Final hold analysis gives a worst-case slack of 0.959 ns.
- Final Max Tran Viols :: 0
- Clock period minus final worst setup slack :: 1.87 ns
- Relative slew margins :: 64.6%
- The worst path meets setup with 0.0287 ns of slack.
- Counting endpoints that fail hold in the final report gives 0.

** GRT
- Wire length of the first global-routing pass :: 7.25 mm
- Entering global routing, the biggest net connects 28 pins.
- Initial antenna violation count :: 0
- Via count of the first global-routing pass :: 1,343
- GRT Resource Usage Total :: 8.57%
- Residual overflow from global routing :: 0

** Critical path
- Cell chain of the critical path :: clkdlybuf4s50_1 > o2111a_1 > clkdlybuf4s50_1
- Critical Path End Type :: output port
- Cell with the largest stage delay on the worst path :: clkdlybuf4s50_1
- Data on the critical path arrives at its endpoint at 1.49 ns.
- In this design, the largest share of critical-path delay is due to buffers and inverters.
- The timing report notes that buffer and inverter cells on the critical path total 2.
- STA lists the maximum fanout along the critical path as 1.
- CP Launch Type :: primary input
- Kind of critical path :: in -> out
- The cell that appears most often on the critical path is clkdlybuf4s50_1.
- Critical Path RT :: 1.52 ns
- CP max stage delay :: 0.47 ns

** Hold path
- Counting instances, the worst hold path has a depth of 2.
- Hold Startpoint :: empty
- For hold timing, the worst endpoint is fvalid$_SDFF_PN0_.
- The most critical min-delay path falls under in -> reg.

** Detailed routing
- After detailed routing, the number of vias per cell comes to 4.72.
- Final wirelength :: 4.79 mm
- Final routed wire length divided by cell count :: 17.8 um
- The first detailed-routing pass ran for 3 iterations.
- Once detail routing completed, the nets flagged for antenna violations numbered 0.
- For this block, the via count after detailed routing is 1,274.
- In this run, the number of DRC markers left after iteration 0 of detailed routing was 31.
- Per the detail_route report, DRC violations left total 0.
- Per the detail_route report, inserted antenna diodes total 0.

** Pwr
- Leakage power :: 0.921 nW
- Total power normalized to cell area comes to 111 mW/mm^2.
- Peak supply drop :: 0.0000416 V

** Floorplanning
- Top Ports :: 130
- The initial utilization of the core area, before any placement, comes to 20.7%.
- Per the OpenROAD floorplan log, the area of the die is 0.0104 sq mm.
- Core outline area :: 0.00646 sq mm
- The floorplan has 29 rows.
- Floorplan die width :: 102 um
- DIE HEIGHT :: 102 um

** Flow run
- Count of max-cap constraint violations :: 0
- Tally of OpenROAD warnings :: 61
-- per-layer routing --
metal  part of all wire, %  global-route usage (%)  wire length (um)  vias to the layer above
li1                      -                       -                 -                      613
met1                    43                    11.2              2070                      604
met2                    42                    13.3              2030                       57
met3                    14                    4.29               692                        0
met4                     0                       0                 0                        0
met5                     0                       0                 0                        -
-- logic make-up (layout without fill, tap and decap cells) --
family,count (synthesis),after routing
AND-OR/OR-AND,45,45
AND/OR/NAND/NOR,2,2
flip-flops,1,1
latches,37,37
other,1,2
buffers and inverters,23,106
-- where the power goes --
part / switching (mW) / internal, mW / leakage (nW)
clock network: 0 / 0 / 0
logic: 0.0878 / 0.122 / 0.629
registers: 0.00111 / 0.0358 / 0.292
total: 0.0889 / 0.158 / 0.921
-- timing repair --
action / CTS / global route
endpoints found under the hold margin: 0 / 0
resized: 1 / 1
setup endpoints to repair: 1 / 1
-- how the worst max path moves through the flow --
| stage | from | end | depth (start not counted) |
|---|---|---|---|
| global route | fdata[6] | PADDR[4] | 3 |
| CTS | fdata[8] | PADDR[6] | 3 |
| finish | fdata[8] | PADDR[6] | 3 |
-- stage by stage --
| stage | util (%) | total power, mW |
|---|---|---|
| after detailed placement | 34.3 | 0.250 |
| after CTS | 34.3 | 0.251 |
| after global routing | 34.3 | 0.264 |
| after global placement | 34.3 | 0.248 |
| after floorplan | - | 0.146 |
| final | 34.3 | 0.247 |
-- placed cells by master (no fill, tap or decap) --
cell type,n
clkdlybuf4s50_1,89
conb_1,2
and4b_1,1
o211a_1,1
buf_4,11
o2111a_1,44
dlygate4sd2_1,1
buf_2,3
nor2b_1,1
dlymetal6s2s_1,1
inv_1,1
dlxtn_1,37
dfxtp_1,1
-- area by class of cell --
| class | instances | share of cell area (%) |
|---|---|---|
| Inverter | 1 | 0.169 |
| Multi-Input combinational cell | 49 | 23.9 |
| Sequential cell | 38 | 26.0 |
| Tap cell | 77 | 4.35 |
| Timing Repair Buffer | 105 | 45.6 |
-- registers in the layout (all words and copies together) (netlist names) --
name,count
PWDATA,32
PSTRB,4
PWRITE,1
fvalid,1
Power and IR drop assume default switching activity.
